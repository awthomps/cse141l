==> design/flow/design.v <==
`timescale 1ns/ 1ps
module reg_file#(parameter addr_width_p = 6, parameter W1 = 32)
(
	input clk,
	input wen_i,
	input [W1-1:0] write_data_i,
	input [addr_width_p-1:0] rs_addr_i,
	input [addr_width_p-1:0] rd_addr_i,
	output [W1-1:0] rs_val_o,
	output [W1-1:0] rd_val_o
);
	logic [W1-1:0] RF[2**addr_width_p-1:0];
	assign rs_val_o = RF[rs_addr_i];
	assign rd_val_o = RF[rd_addr_i];
	always_ff @(posedge clk)
		begin
			if(wen_i) RF[rd_addr_i] <= write_data_i;
		end
endmodule
==> design/flow/run.sh <==
#!/bin/bash
# OpenROAD 26Q1-2900-gdf79404cd8, Yosys 0.63+post, stock flow scripts
make -C /OpenROAD-flow-scripts/flow DESIGN_CONFIG=/design/flow/config.mk WORK_HOME=/design/flow/orfs finish
==> design/flow/config.mk <==
export PLATFORM = sky130hd
export DESIGN_NAME = reg_file
export DESIGN_NICKNAME = reg_file
export VERILOG_FILES = /design/flow/design.v
export SDC_FILE = /design/flow/constraint.sdc
export NUM_CORES = 4
export LEC_CHECK = 1
export CORE_UTILIZATION = 50
==> design/flow/constraint.sdc <==
current_design reg_file

set clk_period 30.6
set clk_io_pct 0.2

create_clock -name clk0 -period $clk_period [get_ports {clk}]

set non_clock_inputs [all_inputs -no_clocks]
set_input_delay [expr $clk_period * $clk_io_pct] -clock clk0 $non_clock_inputs
set_output_delay [expr $clk_period * $clk_io_pct] -clock clk0 [all_outputs]
==> flow_summary.ini <==
; yosys + openroad results
[layout]
comb_area_sq_um = 31400
largest_reg_flops = 2048
flop_area_sq_um = 61500
top_register = RF
drive_gt1_share_pct = 28.2
lay_top_count = edfxtp_1
lay_top_cells = edfxtp_1, mux4_2, buf_4, mux2i_1, a221oi_1
top_regs = RF (2048)
areaGrowthSynthToFinish_pct = 12.3
fill_cells = 14047

[run]
tool_warnings = 27
max_cap_viol_count = 0

[floorplanning]
ios = 110
die_w_um = 437
rows = 159
fp-utilization_pct = 50.4
dieArea_sq_um = 191000
fp.dieH_um = 437
coreArea_sq_um = 188000

[synthesis]
ys_async_sr_fraction_pct = 0
ys_area_sq_um = 94700
netlist_area_sq_um = 94700
synth-edff-count = 2048
synth_cell_types = 71
area_leaders = edfxtp_1, mux4_2, mux2i_1
synth_cells = 5308
flop_cell = edfxtp_1
top_cell_area_share_pct = 65.0
yosys.stat.seqShare_pct = 65.0
synth_warnings = 1
ys_cells = 5308
yosysTopAreaCell = edfxtp_1
avgSynthCellArea_sq_um = 17.8
ys_ff = 2048

[global_routing]
antenna_found_initial = 24
grt_pass1_vias = 65491
gr-total-overflow = 0
grt_pass1_wl_um = 528000
track_usage_pct = 46.0
grt_max_degree = 78

[critical_path]
crit_type = in -> out
crit_start = rs_addr_i[0]
cp-start-kind = primary input
crit_fanout = 60
cp-end-kind = primary output
critPathRequiredTime_ns = 24.48
arrival_ns = 11.24
crit_path_end = rs_val_o[13]

[route]
firstDrtPassIters = 24
vias_per_cell = 7.46
routed_wirelength_um = 389000
vias = 61177
first_iter_violations = 5255
postRouteAntennaNets = 0
drc_errors = 0
wl_per_cell_um = 47.4

[clocking]
cts_resized = 0
cts_root_buffer = clkbuf_16
cts_made_buffers = 213
cts_hold_buf = 0
clkTransAtPathRegs_ns = 0.06
htree_num_levels = 4
post_cts_buffers = 0
cts_tree = done
cts_max_path_buffers = 3
cts_num_sinks = 2048

[final_timing]
setup_viol = 0
post-route-period-util_pct = 56.7
fin_crit_ns = 17.36
timing_hold_violations_final = 0
worst_hold_slack_ns = 5.86
slew_headroom_pct = 23.5
fmax_mhz = 57.6
setup_tns_ns = 0
tightest_slew_ns = 1.14
drv_slew = 0
rsz0062_at_grt = false

[power]
leakage_uw = 0.0337
peakVddDrop_v = 0.0000606
p_per_area_nw_per_um2 = 58.7

[placed_design]
place.gp.congestion = 1.00
portBuffers = 109
place_hpwl_um = 228000

[outcome]
status = completed

[worst_hold_path]
hp-class = in -> reg
==> per-stage QoR <==
step	area [sq um]	worst slack (ns)	std cells	power (uW)	utilization (%)
after detailed placement	99500	13.14	7780	3730	52.9
after CTS	106000	13.15	8167	6230	56.5
after global placement	99500	13.16	7780	3730	52.9
after floorplan	94700	16.55	5308	3470	-
final	106000	13.24	8201	6240	56.5
after global routing	106000	12.88	8179	6370	56.5
==> layout make-up <==
type	count	area share (%)
Sequential cell	2048	57.9
Multi-Input combinational cell	2801	29.5
Clock buffer	260	5.20
Timing Repair Buffer	432	3.25
Tap cell	2495	2.94
Clock inverter	127	1.11
Antenna cell	34	0.0800
Inverter	4	0.0235
==> where the power goes <==
| part | internal [uW] | leakage [uW] | switching, uW |
|---|---|---|---|
| registers | 3110 | 0.0184 | 8.18 |
| logic | 204 | 0.0120 | 375 |
| clock network | 1440 | 0.00329 | 1100 |
| total | 4750 | 0.0337 | 1490 |
==> cells in the mapped netlist, types with 4 or more instances <==
cell,number
o211a_1,6
a22oi_1,157
and2_1,7
or2_2,9
nand2b_1,15
o211ai_1,12
mux2_2,140
or4_1,11
nor3_1,18
a221o_1,47
a221oi_2,6
clkbuf_1,144
buf_4,55
or3_1,10
buf_2,190
edfxtp_1,2048
buf_1,38
a22o_1,70
o22a_1,5
and3_1,15
o2bb2ai_1,12
mux2_1,4
nor2b_1,22
nand3_1,26
a211oi_1,36
nand2_1,139
a221oi_1,229
o22ai_1,111
mux4_2,679
o21ai_0,169
o311ai_0,4
a211o_1,7
a222oi_1,14
o221ai_1,43
mux2i_1,311
a31oi_1,19
buf_6,23
o21ai_1,4
nor2_1,202
nand4_1,13
nor3b_1,6
a21oi_1,180
==> worst max-delay path, cell delays in order <==
cell and delay (ns):
buf_8 0.40, buf_4 0.61, buf_4 0.67, buf_4 0.73, buf_12 0.46, mux4_2 0.57
a22o_1 0.24, a221oi_1 0.51, a221oi_1 0.25, clkdlybuf4s50_1 0.47
==> worst min-delay path by stage <==
stage,startpoint,slack [ns],end,depth (start not counted)
6_report,write_data_i[12],5.86,RF[1][12],2
4_1_cts,write_data_i[12],5.83,RF[1][12],2
5_1_grt,write_data_i[12],5.88,RF[3][12],2
==> cells by family after synthesis <==
family	Yosys count	synth area share (%)
compound gates	1149	8.76
buf+inv	459	2.54
flops	2048	65.0
mux	1138	21.2
simple gates	514	2.50
==> per-layer routing <==
layer | track usage, % | routed length, um | part of all wire, %
met5 | 14.1 | 3260 | 0.84
met4 | 25.2 | 29800 | 7.7
met3 | 44.6 | 89200 | 23
met2 | 57.8 | 163000 | 42
met1 | 48.5 | 104000 | 27
Power is estimated from default activity; no workload was simulated.
